## flow/run.sh

```bash
#!/bin/bash
# OpenROAD 26Q1-2900-gdf79404cd8, Yosys 0.63+post, stock flow scripts
make -C /OpenROAD-flow-scripts/flow DESIGN_CONFIG=/design/flow/config.mk WORK_HOME=/design/flow/orfs finish
```

## flow/config.mk

```make
export PLATFORM = sky130hd
export DESIGN_NAME = crc32_for_mpeg_2_example
export DESIGN_NICKNAME = crc32_for_mpeg_2_example
export VERILOG_FILES = /design/flow/design.v
export SDC_FILE = /design/flow/constraint.sdc
export NUM_CORES = 4
export LEC_CHECK = 1
export CORE_UTILIZATION = 30
```

## flow/constraint.sdc

```tcl
current_design crc32_for_mpeg_2_example

set clk_period 3.7
set clk_io_pct 0.2

create_clock -name clk0 -period $clk_period [get_ports {clk}]

set non_clock_inputs [all_inputs -no_clocks]
set_input_delay [expr $clk_period * $clk_io_pct] -clock clk0 $non_clock_inputs
set_output_delay [expr $clk_period * $clk_io_pct] -clock clk0 [all_outputs]
```

## flow/design.v

```verilog
module crc32_for_mpeg_2_example(
 input             clk,
 input             rst_n,
 input 		[7:0]  data,
 input             crc_en,
 output reg [31:0] crc32
);
	always @(posedge clk or negedge rst_n)
	begin
		if(!rst_n)
			crc32 <= 32'hFFFFFFFF;
		else 
			crc32 <= crc_en ? crc32_byte(crc32, data) : crc32;
	end
	function [31:0] crc32_bit;
		input [31:0]   crc;
		input          data;
		begin
			crc32_bit      = crc << 1;
			crc32_bit[0]   = crc[31] ^ data;
			crc32_bit[1]   = crc[31] ^ data ^ crc[0];
			crc32_bit[2]   = crc[31] ^ data ^ crc[1];
			crc32_bit[4]   = crc[31] ^ data ^ crc[3];
			crc32_bit[5]   = crc[31] ^ data ^ crc[4];
			crc32_bit[7]   = crc[31] ^ data ^ crc[6];
			crc32_bit[8]   = crc[31] ^ data ^ crc[7];
			crc32_bit[10]  = crc[31] ^ data ^ crc[9];
			crc32_bit[11]  = crc[31] ^ data ^ crc[10];
			crc32_bit[12]  = crc[31] ^ data ^ crc[11];
			crc32_bit[16]  = crc[31] ^ data ^ crc[15];
			crc32_bit[22]  = crc[31] ^ data ^ crc[21];
			crc32_bit[23]  = crc[31] ^ data ^ crc[22];
			crc32_bit[26]  = crc[31] ^ data ^ crc[25];
		end
	endfunction
	function [31:0] crc32_byte;
		input [31:0] crc;
		input [7:0]  data;
		integer      i;
		begin
			crc32_byte = crc;
			for(i=0;i<8;i=i+1)
				crc32_byte = crc32_bit(crc32_byte,data[7-i]);
		end
  endfunction
endmodule
```

==> run_results.csv <==
group,metric,value,unit
route,wl,3890,um
min_path,hold_class,"reg2reg",
run_status,status,"completed",
worst_setup_path,crit_family,"XOR/XNOR gates",
floorplanning,dieArea,7020,sq um
placement,dp_slack,0.757,ns
clock_network,post_cts_resized,0,
worst_setup_path,worstReg2RegStart,"crc32[26]$_DFFE_PN1P_",
clock_network,cts_tree,"done",
route,wire_per_inst,14.3,um
clock_network,cts_buffers,5,
route,first_pass_iters,3,
worst_setup_path,rrSetupSlack,1.51,ns
finish,drive_gt1_frac,0.407,
finish,regArea,841,sq um
route,diodes,0,
finish,top_regs,"crc32 x32",
route,met2_length,1750,um
floorplanning,dieWidth,83.8,um
global_route,antenna_found_initial,0,
final_timing,max-slew-margin-rel,0.619,
finish,top_register,"crc32",
finish,syn_to_final_growth,29.9,%
placement,gp_congestion,0.733,
logic_synthesis,synth_area,2010,sq um
logic_synthesis,ys_ff,32,
global_route,grt_pass1_wl,6400,um
route,ant_nets,0,
route,drc,0,
worst_setup_path,worstPathCellList,"clkdlybuf4s50_1 > xnor2_4 > xnor3_1 > xnor2_2 > xnor2_1 > mux2_2",
clock_network,clock_latency,0.27,ns
placement,dp_hpwl,2720,um
worst_setup_path,critPathBufInv,1,
route,wl_met3,177,um
logic_synthesis,synth_cell_type_count,12,
worst_setup_path,worstRegToRegCells,5,
worst_setup_path,cp.arrival,2.83,ns
logic_synthesis,yosys-stat-cells,147,
final_timing,finalCriticalPeriod,2.62,ns
route,drtIter0Drc,38,
worst_setup_path,crit_type,"in2reg",
clock_network,h-tree-depth,2,
global_route,globalRouteOverflowTotal,0,
final_timing,setup_viol_count_final,0,
route,wl_met1,1930,um
clock_network,postCtsSetupRepairBufs,0,
final_timing,finalCritPeriodShare,0.709,
final_timing,setup_ws,1.08,ns
finish,post-route-util,0.408,
final_timing,setup_tns,0,ns
worst_setup_path,crit_cells,6,
clock_network,cts_hold_buffers,0,
finish,largest_reg_flops,32,
final_timing,fmax,0.381,GHz
worst_setup_path,crit_end,"crc32[12]$_DFFE_PN1P_",
clock_network,cts.sinks,32,
placement,placed_cells,266,
clock_network,root_buffer,"clkbuf_8",
logic_synthesis,ys_seq_share,0.419,
final_timing,rsz0062_at_grt,"false",
route,route.vias.total,1197,
global_route,grt_max_degree,40,
logic_synthesis,synthCells,147,
final_timing,hold_viol_final,0,
final_timing,drv_slew,0,
worst_setup_path,crit_path_start_kind,"primary input",
worst_setup_path,path_max_fanout,7,
worst_setup_path,worst_path_largest_cell_delay,0.57,ns
global_route,grt_usage,0.119,
logic_synthesis,yosys_warnings,1,
floorplanning,core_area,6390,sq um
clock_network,cts_max_path_buffers,2,
worst_setup_path,cp_data_required_time,3.90,ns
worst_setup_path,r2r_end,"crc32[9]$_DFFE_PN1P_",
worst_setup_path,critPathSlowestCell,"xnor3_1",
final_timing,clock_skew,0.00458,ns
global_route,grt_pass1_vias,1229,
route,topRoutingLayerUsed,"met4",
job,tool_warnings,25,
worst_setup_path,worst_setup_path_end_kind,"flip-flop",
final_timing,tightest_slew,0.569,ns
job,maxCapViolations,0,
finish,fin_cells,271,
floorplanning,rows,29,
logic_synthesis,avgSynthCellArea,13.7,sq um
placement,port_buffers,42,
floorplanning,num_io_pins,43,
worst_setup_path,startpoint,"data[4]",
finish,combGateArea,1150,sq um
floorplanning,die_h,83.8,um
logic_synthesis,yosys_area,2010,sq um
route,viasPerCell,4.42,
clock_network,path_clk_slew,0.06,ns
floorplanning,initCoreUtil,0.314,
finish,fillCellCount,594,
[how the worst min path moves through the flow]
stage	cells past startpoint	startpoint	slack [ns]	end
4_1_cts	2	crc32[0]$_DFFE_PN1P_	0.52	crc32[0]$_DFFE_PN1P_
5_1_grt	2	crc32[6]$_DFFE_PN1P_	0.54	crc32[6]$_DFFE_PN1P_
6_report	2	crc32[0]$_DFFE_PN1P_	0.52	crc32[0]$_DFFE_PN1P_
[cell usage in the layout (no fill, tap or decap), drive strengths merged]
cell,n
nor2,7
clkbuf,5
a21oi,7
xnor3,3
clkdlybuf4s50,42
xor2,11
xnor2,58
dfstp,32
buf,4
mux2,25
[cell usage after synthesis, drive strengths merged]
library cell  number  area, sq um
xnor2             58          636
dfstp             32          841
mux2              25          282
xor2              11          104
a21oi              7         35.0
nor2               7         26.3
clkbuf             4         15.0
xnor3              3         68.8
[stage by stage]
step / hold slack, ns / area [sq um]
after floorplan: 0.488 / 2010
after global placement: 0.508 / 2540
after detailed placement: 0.509 / 2540
after CTS: 0.522 / 2610
after global routing: 0.541 / 2610
final: 0.517 / 2610
[layout make-up]
type / instances / share of cell area
tap: 77 / 0.0369
timing repair buffer: 46 / 0.173
sequential: 32 / 0.322
clock buffer: 5 / 0.0264
multi-input combinational: 111 / 0.441
[tightest hold or removal path, cell delays in order, from the launching register on]
cell and delay [ns]:
dfstp_2 0.38, nor2_1 0.09, a21oi_1 0.04
[kinds of logic (layout without fill, tap and decap cells)]
kind of cell / count (synthesis) / count (layout) / share of synthesized area
AOI/OAI and AO/OA: 7 / 7 / 0.0175
xor gates and xnor gates: 72 / 72 / 0.403
buffers and inverters: 4 / 51 / 0.00748
DFF: 32 / 32 / 0.419
muxes: 25 / 25 / 0.140
and+or+nand+nor: 7 / 7 / 0.0131
[metal layers]
layer	GRT usage	vias to the layer above
li1	-	577
met4	0.0108	0
met3	0.0231	5
met2	0.181	32
met5	0	-
met1	0.190	583
