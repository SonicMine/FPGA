$ cat flow/design.v
module dual_port_RAM 
#(parameter DATA_WIDTH=8, parameter ADDR_WIDTH=4)(
	input                          we, 
	input                          clk,
	input      [(DATA_WIDTH-1):0]  data_in,
	input      [(ADDR_WIDTH-1):0]  read_addr, 
	input      [(ADDR_WIDTH-1):0]  write_addr,
	output reg [(DATA_WIDTH-1):0]  data_out
);
	reg [DATA_WIDTH-1:0] dp_ram [0:2**ADDR_WIDTH-1];
	always @(posedge clk) 
	begin
		if(we)
			dp_ram [write_addr] <= data_in; 
		data_out <= dp_ram [read_addr];
	end
endmodule
$ cat flow/run.sh
#!/bin/bash
# OpenROAD 26Q1-2900-gdf79404cd8, Yosys 0.63+post, stock flow scripts
make -C /OpenROAD-flow-scripts/flow DESIGN_CONFIG=/design/flow/config.mk WORK_HOME=/design/flow/orfs finish
$ cat flow/config.mk
export PLATFORM = sky130hd
export DESIGN_NAME = dual_port_RAM
export DESIGN_NICKNAME = dual_port_RAM
export VERILOG_FILES = /design/flow/design.v
export SDC_FILE = /design/flow/constraint.sdc
export NUM_CORES = 4
export LEC_CHECK = 1
export CORE_UTILIZATION = 30
$ cat flow/constraint.sdc
current_design dual_port_RAM

set clk_period 3.6
set clk_io_pct 0.2

create_clock -name clk0 -period $clk_period [get_ports {clk}]

set non_clock_inputs [all_inputs -no_clocks]
set_input_delay [expr $clk_period * $clk_io_pct] -clock clk0 $non_clock_inputs
set_output_delay [expr $clk_period * $clk_io_pct] -clock clk0 [all_outputs]
==> out/qor.yml <==
outcome:
  status: "complete, no violations"
layout:
  drive_above_1_share_pct: 18.8
  syn_to_final_growth_pct: 20.6
  post-route-util_pct: 37.3
  final_cell_area_um2: 6210
  fin_cells: 502
timing:
  maxSlewViolCount: 0
  relSlewSlack_pct: 41.6
  hold_viol_final: 0
  finClkSkew_ps: 5.53
  worst_slew_pin_slew_ps: 873
  setup_tns_ps: 0
  fmax_mhz: 438
  period_used_pct: 63.4
  min_period_ps: 2280
  rsz0062_at_grt: "no"
  setup_viol: 0
grt:
  grt_max_degree: 33
  antenna_found_initial: 0
  grt_overflow: 0
  grt_pass1_vias: 2591
  grt_first_pass_wirelength_um: 15500
  gr-usage-all-layers_pct: 13.2
worst_setup_path:
  critPathMaxStageDelay_ps: 570
  critical_path_class: "input pin to flop"
  r2r_setup_slack_ps: 2170
  cp_num_buf_inv: 1
  cp-start-kind: "input pin"
  path_cells: "clkdlybuf4s50_1, or3b_2, nor2_1"
  r2r_end: "data_out[5]"
  slowest_stage: "nor2_1"
  worstRegToRegCells: 3
  critPathLaunch: "we"
  crit_family: "simple AND/OR/NAND/NOR gates"
  worstPathArrival_ps: 2320
  cp_max_fo: 8
  cp.required_ps: 3630
  critPathCaptureType: "flop"
  r2r_start: "dp_ram[1][5]"
logic_synthesis:
  syn-cell-area_um2: 5150
  ys_warn_count: 1
  synth.avg_cell_area_um2: 22.5
  synth_chip_area_um2: 5150
  top_area_share_pct: 74.7
  edf_count: 128
  synthTopCellsByArea: "edfxtp_1, mux4_2, mux4_1"
  synthArstFlopShare_pct: 0
  ys_seq_share_pct: 77.8
  synth-seq-cells: 136
  most_common_cell: "edfxtp_1"
  yosys_cells: 229
  ys.flop_type: "edfxtp_1"
  synth_cells: 229
  ys_types: 19
  top_area_cell: "edfxtp_1"
  common_cells: "edfxtp_1, mux4_2, a22oi_1, mux4_1, nor2_1"
die:
  fp_util_pct: 30.9
  chip_area_um2: 17700
  fp-row-count: 47
  die_y_um: 133
  dieWidth_um: 133
  core_area_um2: 16600
  boundaryPins: 26
cts:
  numCtsBuffers: 17
  cts_setup_buffers: 0
  cts_hold_buf: 0
  cts_htree_levels: 4
  cts.clk_slew.worst_paths_ps: 50
  cts.sinks: 136
  cts_tree: "built"
  clockBufferDepth: 2
  root_buffer: "clkbuf_16"
  cts_resized: 0
  clk_latency_ps: 400
run:
  tool_warnings: 25
  drv_cap: 0
detailed_routing:
  drtPass1Iterations: 4
  vias_per_cell: 4.74
  wl_um: 10100
  vias: 2379
  drtIter0Drc: 165
  detail-route-antenna-nets: 0
  routedWlPerCell_um: 20.2
  drc: 0
  num_antenna_cells: 0
power_and_ir_drop:
  p_comb_share_pct: 4.8
  ir_drop_mv: 0.322
  swShare_pct: 19.2
  p_int_mw: 2.93
  power.leakage_nw: 2.01
  pwr-share-seq_pct: 49.2
  power_density_nw_per_um2: 584
  p_switching_uw: 695
  clkPwrFrac_pct: 46.0
hold_path:
  hold_class: "flop to flop"
  holdPathStages: 3
  worstHoldEndpoint: "data_out[7]"
  min_from: "dp_ram[14][7]"
place:
  numPortBuffers: 25
  dpl-instance-area_um2: 5640
  routabilityCongestion: 0.760
  dp.cells: 472
  dp_hpwl_um: 6090
[layout make-up]
cell class | count | area (um2)
Clock buffer | 20 | 437
Fill cell | 1468 | 10400
Tap cell | 220 | 275
Multi-Input combinational cell | 83 | 1060
Sequential cell | 136 | 4000
Timing Repair Buffer | 33 | 305
Clock inverter | 10 | 130
[worst max-delay path by stage]
stage	endpoint	slack, ps	cells after the start
final	dp_ram[3][7]	1320	3
after CTS	dp_ram[3][7]	1290	3
after global routing	dp_ram[3][7]	1220	3
[cell usage in the layout (no fill, tap or decap), types with 3 or more instances in the layout]
cell type        instances
a22oi_1                 16
buf_4                    8
bufinv_16                3
clkbuf_1                 3
clkbuf_16               17
clkdlybuf4s50_1         24
clkinv_2                 3
dfxtp_1                  8
edfxtp_1               128
mux4_1                  14
mux4_2                  18
nand2_1                  9
nor2_1                  13
nor3_1                   4
[power by group through the flow]
| stage | clock network [mW] | logic, mW | registers, mW |
|---|---|---|---|
| 4_1_cts | 1.69 | 0.180 | 1.78 |
| 5_1_grt | 1.76 | 0.193 | 1.79 |
| 6_report | 1.67 | 0.176 | 1.78 |
[worst reg2reg max path: cells and delay by family (launching register included)]
family | cells | cell delay, ps
and+or+nand+nor | 1 | 80
DFF | 1 | 380
muxes | 1 | 590
AOI/OAI and AO/OA | 1 | 270
[state kept, by name, indices dropped and copies added (netlist names)]
register	count
dp_ram	128
data_out	8
[per-layer routing]
layer  vias up  track usage, %  part of all wire [%]
li1       1055               -                     -
met1      1201            18.3                    42
met2       115            18.1                    44
met3         6            9.41                    13
met4         2            1.09                  0.61
met5         -            2.78                  0.62
[metrics by stage]
| stage | setup slack [ps] | hold WS, ps | power (mW) |
|---|---|---|---|
| after global placement | 918 | 653 | 1.99 |
| after CTS | 1290 | 676 | 3.65 |
| after detailed placement | 876 | 662 | 1.99 |
| after floorplan | 1390 | 629 | 1.90 |
| after global routing | 1220 | 714 | 3.74 |
| final | 1320 | 675 | 3.62 |
[kinds of logic (layout without fill, tap and decap cells)]
kind of cell           count (synthesis)  in the layout  share of synthesized area, %
flip-flops                           136            136                          77.8
AND-OR/OR-AND                         16             16                          2.33
AND/OR/NAND/NOR                       35             35                          3.18
multiplexers                          32             32                          15.0
buffers and inverters                 10             63                          1.68
Power and IR drop assume default switching activity.
