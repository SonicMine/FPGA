==> design.v <==
module one_port_RAM
#(parameter DATA_WIDTH = 4, parameter ADDR_WIDTH = 6)(
	input [(DATA_WIDTH-1):0] data_in,
    input [(ADDR_WIDTH-1):0] addr,
    input we,
	input clk,
	output [(DATA_WIDTH-1):0] data_out,
    output [(ADDR_WIDTH-1):0] addr_out
);
	reg [DATA_WIDTH-1:0] ram [0:2**ADDR_WIDTH-1];
	reg [ADDR_WIDTH-1:0] addr_reg;					
    always @ (posedge clk) begin	
		if(we)                     
			ram[addr] <= data_in;      
		addr_reg <= addr;              
    end
   assign data_out = ram[addr_reg];  
   assign addr_out = addr_reg;        
endmodule
==> run.sh <==
#!/bin/bash
# OpenROAD 26Q1-2900-gdf79404cd8, Yosys 0.63+post, stock flow scripts
make -C /OpenROAD-flow-scripts/flow DESIGN_CONFIG=/design/flow/config.mk WORK_HOME=/design/flow/orfs finish
==> config.mk <==
export PLATFORM = sky130hd
export DESIGN_NAME = one_port_RAM
export DESIGN_NICKNAME = one_port_RAM
export VERILOG_FILES = /design/flow/design.v
export SDC_FILE = /design/flow/constraint.sdc
export NUM_CORES = 4
export LEC_CHECK = 1
export CORE_UTILIZATION = 40
==> constraint.sdc <==
current_design one_port_RAM

set clk_period 7.9
set clk_io_pct 0.2

create_clock -name clk0 -period $clk_period [get_ports {clk}]

set non_clock_inputs [all_inputs -no_clocks]
set_input_delay [expr $clk_period * $clk_io_pct] -clock clk0 $non_clock_inputs
set_output_delay [expr $clk_period * $clk_io_pct] -clock clk0 [all_outputs]
==> flow_summary.yaml <==
# physical design summary
status:
  status: "finished clean"
die:
  rows: 58
  core_um2: 25400
  die_y_um: 164
  dieArea_um2: 26800
  floorplan.die.width_um: 164
  fp_util_pct: 41.1
  ios: 22
yosys:
  async_flop_share_pct: 0
  ys_warn_count: 1
  synth.most_common_cell: "edfxtp_1"
  synthTopCellsByCount: "edfxtp_1, nor2_1, mux4_2, mux4_1, nand3_1"
  synth-area-yosys_um2: 10400
  synth_cells: 523
  synth-seq-cells: 262
  synth_area_um2: 10400
  edf_count: 256
  yosysCellCount: 523
  synth.avg_cell_area_um2: 20.0
  synth_seq_share_pct: 74.7
  synthTopCellsByArea: "edfxtp_1, mux4_2, mux4_1, nor2_1, dfxtp_1"
  ys_types: 44
  yosysTopAreaCellShare_pct: 73.6
  top_area_cell: "edfxtp_1"
  yosys_most_used_dff: "edfxtp_1"
global_route:
  grt_max_degree: 65
  grt_overflow: 0
  track_usage_pct: 18.0
  antenna_found_initial: 0
  grt_pass1_vias: 5698
  grt_pass1_wl_um: 32100
cts:
  ctsResizeCount: 0
  postCtsHoldBufs: 0
  htreeDepth: 1
  clock_sinks: 262
  numCtsBuffers: 26
  cts_tree: "yes"
  cts_setup_buffers: 0
  cts.path.max_buffers: 3
  clk_pin_slew_ns: 0.06
  root_buffer: "clkbuf_16"
route:
  drt-initial-drc-count: 356
  vias_per_cell: 5.61
  vias: 5066
  antenna_left: 0
  drc: 0
  drt-total-wl_um: 20800
  first_pass_iters: 4
  wl_per_cell_um: 23.0
  diodes: 0
place:
  dp_hpwl_um: 13000
  io_buffers: 21
  placed_cells: 857
  dp_slack_ns: 2.96
  gp_congestion: 0.823
  place_area_um2: 10900
worst_hold_path:
  hold_end: "ram[39][3]"
  min_from: "data_in[3]"
  hold_depth: 2
  min_path_type: "primary input to flop"
final_layout:
  synthToLayoutAreaGrowth_pct: 12.1
  final_cell_area_um2: 11700
  nFillCells: 2098
  drive_above_1_share_pct: 17.1
  final_cells: 903
pwr:
  leakagePower_nw: 3.63
  peakVddDrop_uv: 151
  p_per_area_nw_per_um2: 240
final_timing:
  clock.fmax_mhz: 185
  tns_ns: 0
  layout_setup_ws_ns: 2.48
  setup_viol: 0
  hold_viol: 0
  finalCriticalPeriod_ns: 5.42
  holdWs_ns: 1.71
  tightest_slew_ns: 0.728
  rsz0062_at_grt: "false"
  slew_headroom_pct: 51.3
  period_used_pct: 68.6
  slew_viol_final: 0
worst_setup_path:
  start_kind: "flop"
  critPathRequiredTime_ns: 6.32
  crit_fanout: 36
  path_class: "flop to output port"
  worstPathArrival_ns: 3.84
  critPathCaptureType: "output port"
flow_run:
  warnings: 25
  drv_cap: 0
-- worst max-delay path by stage --
stage | start | endpoint | slack, ns | depth (start not counted)
4_1_cts | addr_out[0] | data_out[2] | 2.41 | 6
5_1_grt | addr_out[0] | data_out[2] | 2.17 | 6
6_report | addr_out[0] | data_out[3] | 2.48 | 6
-- report_power, final --
part / leakage [nW] / total [mW] / internal, mW / switching [mW]
Sequential: 2.35 / 1.55 / 1.54 / 0.00982
Combinational: 0.890 / 0.137 / 0.0576 / 0.0794
Clock: 0.385 / 1.13 / 0.651 / 0.481
-- worst max-delay path: stages (launching register included) --
cell	delay [ns]
dfxtp_4	0.72
buf_4	0.66
mux4_2	0.62
a22o_1	0.25
o21ai_0	0.35
o211ai_1	0.20
clkdlybuf4s50_1	0.45
-- cell families (layout without fill, tap and decap cells) --
kind of cell / Yosys count / after routing / synth area share [%]
flops: 262 / 262 / 74.7
mux: 70 / 70 / 15.2
simple gates: 125 / 125 / 5.44
buf+inv: 29 / 79 / 2.02
compound gates: 37 / 37 / 2.63
-- flip-flops by register name, indices dropped and copies added, names as in the netlist --
signal,count
addr_out,6
ram,256
-- per-stage QoR --
| stage | power (mW) | utilization (%) |
|---|---|---|
| 2_1_floorplan | 1.65 | - |
| 3_3_place_gp | 1.71 | 43.0 |
| 3_5_place_dp | 1.71 | 43.0 |
| 4_1_cts | 2.84 | 46.1 |
| 5_1_grt | 2.90 | 46.1 |
| 6_report | 2.81 | 46.1 |
-- area by class of cell --
class	instances	area [um2]	share of cell area, %
well taps	330	413	3.53
repair buffers	30	258	2.20
flip-flops and latches	262	7810	66.7
clock inverters	16	100	0.855
multi-input cells	232	2430	20.7
clock buffers	30	687	5.87
inverters	3	11.3	0.0962
-- cells in the final DEF (no fill, tap or decap), types with 9 or more instances in the layout --
cell             synthesis  layout
edfxtp_1               256     256
clkbuf_16                0      27
buf_4                    2       9
mux4_2                  46      46
nor2_1                  74      74
clkinv_1                 1      10
nand2_1                 10      10
mux4_1                  19      19
clkdlybuf4s50_1          0      17
nand3_1                 11      11
-- per-layer routing --
layer / wire [um] / global-route usage [%]
met4: 498 / 3.62
met2: 9750 / 26.7
met1: 7870 / 24.6
met3: 2640 / 10.6
met5: 0 / 0
Power figures rest on the tool's default switching activity, not on a simulated workload.
